[config.mk]
export PLATFORM = sky130hd
export DESIGN_NAME = Multiplier4Bit
export DESIGN_NICKNAME = Multiplier4Bit
export VERILOG_FILES = /design/flow/design.v
export SDC_FILE = /design/flow/constraint.sdc
export NUM_CORES = 4
export LEC_CHECK = 1
export CORE_AREA = 10 10 72 72
export DIE_AREA = 0 0 82 82
[constraint.sdc]
current_design Multiplier4Bit

set clk_period 3.5
set clk_io_pct 0.2

create_clock -name clk0 -period $clk_period

set non_clock_inputs [all_inputs -no_clocks]
set_input_delay [expr $clk_period * $clk_io_pct] -clock clk0 $non_clock_inputs
set_output_delay [expr $clk_period * $clk_io_pct] -clock clk0 [all_outputs]
[design.v]
`timescale 1ns / 1ps
module Multiplier4Bit (
    input [3:0] A, 
    input [3:0] B,  
    output [7:0] P 
);
    assign P = A * B; 
endmodule
[run.sh]
#!/bin/bash
# OpenROAD 26Q1-2900-gdf79404cd8, Yosys 0.63+post, stock flow scripts
make -C /OpenROAD-flow-scripts/flow DESIGN_CONFIG=/design/flow/config.mk WORK_HOME=/design/flow/orfs finish
==> impl_metrics.py <==
# Auto-generated metrics
metrics = {
    "outcome": {
        "status": "finished, violations left",
        "violations": "negative setup slack",
    },
    "power": {
        "power_frac_comb": 1.000,
        "p_seq_frac": 0,
        "pwr_density_cell_nw_per_um2": 157,
        "sw_frac_of_total": 0.392,
        "p_sw_mw": 0.0483,
        "max-vdd-ir-drop_v": 0.0000337,
        "clockPowerShare": 0,
        "p_leak_nw": 0.398,
        "intPower_mw": 0.0749,
    },
    "timing": {
        "whs_ps": 2030,
        "min_period_over_period": 1.06,
        "fmax_mhz": 270,
        "finalHoldViolCount": 0,
        "min_period_ps": 3700,
        "setup_viol": 2,
        "fin_ws_ps": -199,
        "slew_violations": 0,
        "max-slew-margin-rel": 0.870,
        "tightestPinTransition_ps": 195,
        "rsz0062_at_grt": "yes",
    },
    "placement": {
        "dp.cells": 126,
        "gp_congestion": 0.775,
        "dp_slack_ps": -1170,
        "dp_hpwl_mm": 1.01,
        "port-buffer-count": 16,
    },
    "route": {
        "wl_per_cell_um": 8.91,
        "drc": 0,
        "drt_iter0_markers": 19,
        "viasPerCell": 3.55,
        "ant_nets": 0,
        "vias": 451,
        "finalWirelength_mm": 1.13,
        "dr.pass1.iters": 2,
        "antenna_cells": 0,
    },
    "setup_path": {
        "critPathMaxFanout": 2,
        "critPathKind": "in -> out",
        "cp_data_required_time_ps": 2800,
        "arrival_ps": 3000,
        "start_kind": "primary input",
        "critPathCaptureType": "primary output",
    },
    "finish": {
        "post-route-util": 0.213,
        "drive_above_1_share": 0.418,
        "nFillCells": 408,
        "clkbuf_count": 0,
        "syn_to_final_growth_pct": 76.2,
        "ff_count": 0,
        "stdcell_count": 127,
        "layout.area.seq_sq_um": 0,
    },
    "global_routing": {
        "grt_pass1_wl_mm": 1.90,
        "grt_use_total": 0.0328,
        "overflow": 0,
        "first_global_vias": 453,
        "grt_max_degree": 5,
        "antenna_found_initial": 0,
    },
    "floorplanning": {
        "die_area_sq_um": 6720,
        "die_w_um": 82,
        "fp_util": 0.121,
        "ioPinCount": 16,
        "rows": 22,
        "chipHeight_um": 82,
        "core-area_sq_um": 3690,
    },
    "synth": {
        "ys_types": 17,
        "yosysChipArea_sq_um": 447,
        "syn_avg_cell_area_sq_um": 8.76,
        "yosys_cells": 51,
        "ys.warnings.count": 0,
        "ys_seq_share": 0,
        "syn-cell-area_sq_um": 447,
        "synth_cells": 51,
    },
    "job": {
        "warnings": 34,
        "cap_violations": 0,
    },
    "hold_path": {
        "min-delay-path-class": "in -> out",
    },
}
synth_stat cells:
| master | number | area, sq um |
|---|---|---|
| ha_1 | 12 | 150 |
| and2_1 | 13 | 81.3 |
| nor2_1 | 2 | 7.51 |
| xor2_1 | 1 | 8.76 |
| fa_1 | 4 | 80.1 |
| o2111ai_1 | 1 | 8.76 |
| and3b_1 | 1 | 8.76 |
| nand2_1 | 3 | 11.3 |
| or4b_1 | 1 | 10.0 |
| a21o_1 | 1 | 7.51 |
| a211oi_1 | 1 | 7.51 |
| a21o_2 | 1 | 8.76 |
| inv_1 | 3 | 11.3 |
| a21oi_1 | 3 | 15.0 |
| o211ai_1 | 1 | 7.51 |
| o21ai_1 | 1 | 5.00 |
| xnor2_1 | 2 | 17.5 |
final timing paths:
path / slack [ps] / startpoint / endpoint / cells past startpoint
setup / recovery: -200 / A[2] / P[7] / 10
hold / removal: 2030 / A[0] / P[0] / 3
placed cells by master (no fill, tap or decap), drive strengths merged:
cell	count
ha	12
and2	13
a21oi	3
and3b	1
o21ai	1
buf	21
or4b	1
nor2	2
xor2	1
clkdlybuf4s15	1
fa	4
inv	3
nand2	3
o2111ai	1
dlygate4sd2	1
xnor2	2
clkdlybuf4s50	4
a211oi	1
o211ai	1
clkbuf	1
a21o	2
routing by layer:
metal / up-vias / wire length [um] / global-route usage
li1: 236 / - / -
met1: 211 / 481 / 0.0434
met2: 4 / 617 / 0.0611
met3: 0 / 33 / 0.00110
met4: 0 / 0 / 0
met5: - / 0 / 0
kinds of logic (layout without fill, tap and decap cells):
group | count (synthesis) | after routing | synth area share
buffers and inverters | 3 | 31 | 0.0252
xor gates and xnor gates | 3 | 3 | 0.0588
adders and majority gates | 16 | 16 | 0.515
AOI/OAI and AO/OA | 9 | 9 | 0.134
and+or+nand+nor | 20 | 20 | 0.266
through the flow:
step / instance area, sq um / power (mW) / TNS [ps]
finish: 787 / 0.123 / -373
global placement: 749 / 0.123 / -4620
floorplan: 447 / 0.0497 / 0
detailed placement: 749 / 0.123 / -4730
CTS: 779 / 0.125 / -415
global route: 787 / 0.141 / -612
layout make-up:
cell class                 count  area (sq um)  share of cell area
multi-input combinational     48           484               0.615
timing repair buffer          28           231               0.294
tap                           48          60.1              0.0763
inverter                       3          11.3              0.0143
power by group through the flow:
stage	clock, mW	sequential (mW)	combinational (mW)
after CTS	0	0	0.125
after global routing	0	0	0.141
final	0	0	0.123
critical path, stage by stage:
cell and delay [ps]:
buf_2 90, nand2_2 60, fa_1 500, inv_1 50, fa_1 500, ha_4 300, a211oi_2 70, or4b_1 520
o2111ai_2 90, buf_2 130
repair_timing:
action | 4_1_cts | 5_1_grt
buffers inserted | 1 | 0
cloned | 0 | 0
hold buffers | 0 | 0
resized | 53 | 5
pin swaps | 16 | 2
endpoints found under the setup margin | 5 | 5
Power and IR drop assume default switching activity.
