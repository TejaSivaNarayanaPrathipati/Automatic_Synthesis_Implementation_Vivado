--- ./config.mk ---
export PLATFORM = sky130hd
export DESIGN_NAME = ALU32Bit
export DESIGN_NICKNAME = ALU32Bit
export VERILOG_FILES = /design/flow/design.v
export SDC_FILE = /design/flow/constraint.sdc
export NUM_CORES = 4
export LEC_CHECK = 1
export CORE_UTILIZATION = 50
--- ./constraint.sdc ---
current_design ALU32Bit

set clk_period 22.0
set clk_io_pct 0.2

create_clock -name clk0 -period $clk_period

set non_clock_inputs [all_inputs -no_clocks]
set_input_delay [expr $clk_period * $clk_io_pct] -clock clk0 $non_clock_inputs
set_output_delay [expr $clk_period * $clk_io_pct] -clock clk0 [all_outputs]
--- ./design.v ---
`timescale 1ns / 1ps
module ALU32Bit (
    input [31:0] A,     
    input [31:0] B,     
    input [2:0] ALUOp,  
    output reg [31:0] Result,  
    output reg CarryOut,       
    output reg Zero            
);
    always @(*) begin
        case (ALUOp)
            3'b000: {CarryOut, Result} = A + B;   
            3'b001: {CarryOut, Result} = A - B;   
            3'b010: Result = A & B;               
            3'b011: Result = A | B;               
            3'b100: Result = A ^ B;               
            3'b101: Result = A << 1;              
            3'b110: Result = A >> 1;              
            3'b111: Result = ~A;                  
            default: Result = 32'b0;
        endcase
        Zero = (Result == 32'b0) ? 1'b1 : 1'b0;
    end
endmodule
--- ./run.sh ---
#!/bin/bash
# OpenROAD 26Q1-2900-gdf79404cd8, Yosys 0.63+post, stock flow scripts
make -C /OpenROAD-flow-scripts/flow DESIGN_CONFIG=/design/flow/config.mk WORK_HOME=/design/flow/orfs finish
==> results.ini <==
[run_status]
outcome = complete, no violations

[setup_path]
crit_slowest_cell = inv_1
slowest_delay_ps = 620
path_delay_family = simple AND/OR/NAND/NOR gates
cp.depth = 16
crit_path_start = ALUOp[1]
path_cells = clkdlybuf4s50_1 -> buf_4 -> nor2_4 -> inv_1 -> nor2_1 -> buf_4 -> o21ai_1 -> o211ai_1 -> or4_1 -> or4_1 -> or3_1 -> nor4_2 -> nand4b_1 -> or4_4 -> nor4b_4 -> clkdlybuf4s50_1
start_kind = input pin
cp_num_buf_inv = 5
required_ps = 17600
cp-end-kind = primary output
worstPathMaxFanout = 46
worstSetupPathType = in -> out
critPathArrivalTime_ps = 9590

[power_and_ir_drop]
pwr-share-clk_pct = 0
irDropWorstVdd_uv = 13.8
leakagePower_nw = 3.08
p_int_mw = 0.0809
p_comb_share_pct = 99.8
p_sw_mw = 0.111
powerDensity_nw_per_um2 = 27.5
p_seq_share_pct = 0.2
sw_frac_of_total_pct = 57.9

[yosys]
synth_flops = 1
avgSynthCellArea_um2 = 6.51
ys_types = 80
async_flop_share_pct = 0
yosysChipArea_um2 = 6050
syn_area_um2 = 6050
yosys_warnings = 1
ff_type = dlxtn_1
syn_inst = 930
edf_count = 0
ys_cells = 930

[timing]
untimed_endpoints = 2
relSlewSlack_pct = 37.3
unclocked_pins = 1
worst_pin_slew_ps = 937
hold_viol_final = 0
fin_crit_ps = 13990
rsz0062_at_grt = false
fmax_mhz = 71.5
finalCritPeriodShare_pct = 63.6
setup_viol = 0
slew_viol_final = 0
fin_setup_tns_ps = 0

[finish]
syn_to_final_growth_pct = 15.4
logic_area_um2 = 5340
seqCellArea_um2 = 15.0
layout-drive-gt1-share_pct = 3.48
fill_cells = 1105
layout.cells.non_filler = 1121
largest_reg_flops = 1

[grt]
first_global_vias = 6955
grt_max_degree = 70
antenna_found_initial = 0
track_usage_pct = 38.5
grt-ovfl-total = 0
grt_pass1_wl_mm = 38.0

[die]
die_y_um = 112
chipArea_um2 = 12600
die_w_um = 112
fp-row-count = 39
fp_util_pct = 52.1
ioPinCount = 101
core_area_um2 = 11600

[route]
diodes = 0
vias = 7360
dr.pass1.iters = 17
first_iter_violations = 800
routed_wl_mm = 23.9
antenna_left = 0
vias_per_cell = 6.57
drc = 0
post_drt_wl_per_cell_um = 21.3

[clock_tree]
post_cts_resized = 0
ctsHoldBuffers = 0
cts_setup_buffers = 0

[place]
dpl.hpwl_mm = 18.0
routabilityCongestion = 1.03
dp_cells = 1121
portBuffers = 101

[min_path]
hold_depth = 4
worstHoldStart = ALUOp[0]
hold_class = in -> out

[run]
maxCapViolations = 0
warnings = 97

==> metal layers <==
layer	share of wire, %	vias up	global-route usage, %
met5	0	-	0
met4	4.6	0	15.4
met3	12	77	11.2
met2	42	419	56.9
met1	42	3381	52.8
li1	-	3483	-
==> final timing paths <==
path / endpoint / slack [ps]
worst max-delay path: Zero / 8010
worst min-delay path: Result[1] / 9740
==> final cells by class <==
class                           count  area share (%)
Timing Repair Buffer              111            15.4
Tap cell                          143            2.56
Inverter                           99            5.32
Multi-Input combinational cell    767            76.5
Sequential cell                     1           0.215
==> layout by cell type (no fill, tap or decap), drive strengths merged, types with 17 or more instances in the layout <==
cell	instances
xnor2	19
clkdlybuf4s50	99
nor4	17
mux2i	20
nor3	18
inv	99
nor2	84
a21oi	102
nand2	74
ha	96
o21ai	81
==> logic make-up after synthesis <==
| logic type | share of synthesized area [%] |
|---|---|
| multiplexers | 4.80 |
| AND/OR/NAND/NOR | 21.5 |
| adder cells (fa/ha/maj) | 20.5 |
| buffers and inverters | 11.5 |
| latches | 0.248 |
| AND-OR/OR-AND | 37.9 |
| XOR/XNOR | 3.62 |
==> Yosys cell counts, types with 15 or more instances <==
master	instances	area share, %
inv_1	96	6.0
nand2_1	73	4.5
nor2_1	83	5.1
a21oi_1	102	8.4
xnor2_1	19	2.7
ha_1	96	20
nor3_1	18	1.5
o211ai_1	15	1.9
nor4_1	16	1.7
clkbuf_1	29	1.8
o21ai_0	77	6.4
mux2i_1	20	3.3
==> through the flow <==
stage          cell area [µm²]  hold WS (ps)  util (%)  setup slack (ps)  total power, mW
6_report                  6990          9740      60.2              8010            0.192
5_1_grt                   6990          9770      60.2              7860            0.209
3_3_place_gp              6990          9710      60.2              8260            0.187
3_5_place_dp              6990          9700      60.2              8120            0.186
2_1_floorplan             6050          8970         -              9780            0.116
4_1_cts                   6990          9690      60.2              8070            0.188
==> power by group through the flow <==
stage | combinational, mW | clock (mW) | sequential, mW
4_1_cts | 0.187 | 0 | 0.000407
6_report | 0.192 | 0 | 0.000403
5_1_grt | 0.209 | 0 | 0.000415
Power is estimated from default activity; no workload was simulated.
