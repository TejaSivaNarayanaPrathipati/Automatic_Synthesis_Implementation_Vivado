**flow/design.v**
```verilog
`timescale 1ns / 1ps
module COUNTER_4_BIT(clk,reset, count);
input clk, reset;
output reg[3:0] count;
always@(posedge clk)begin
if(reset==1)
count <= 0;
else if(count == 15)
count <= 0;
else
count <= count + 1;
end
endmodule
```
**flow/run.sh**
```bash
#!/bin/bash
# OpenROAD 26Q1-2900-gdf79404cd8, Yosys 0.63+post, stock flow scripts
make -C /OpenROAD-flow-scripts/flow DESIGN_CONFIG=/design/flow/config.mk WORK_HOME=/design/flow/orfs finish
```
**flow/config.mk**
```make
export PLATFORM = sky130hd
export DESIGN_NAME = COUNTER_4_BIT
export DESIGN_NICKNAME = COUNTER_4_BIT
export VERILOG_FILES = /design/flow/design.v
export SDC_FILE = /design/flow/constraint.sdc
export NUM_CORES = 4
export LEC_CHECK = 1
export CORE_AREA = 10 10 70 70
export DIE_AREA = 0 0 80 80
```
**flow/constraint.sdc**
```tcl
current_design COUNTER_4_BIT

set clk_period 1.0
set clk_io_pct 0.2

create_clock -name clk0 -period $clk_period [get_ports {clk}]

set non_clock_inputs [all_inputs -no_clocks]
set_input_delay [expr $clk_period * $clk_io_pct] -clock clk0 $non_clock_inputs
set_output_delay [expr $clk_period * $clk_io_pct] -clock clk0 [all_outputs]
```
==> qor.yml <==
status:
  status: "finished clean"
yosys:
  common_cells: "4 x dfxtp_1, 2 x a21oi_1"
  synth_flops: 4
  synth_cell_types: 11
  top_cells_by_area: "dfxtp_1 48%, ha_1 7.5%, nor3b_2 7.5%"
  avgSynthCellArea_sq_um: 11.1
  edf_count: 0
  adder_share: 0.0752
  yosysMostFrequentCell: "dfxtp_1"
  synth-simple-area-share: 0.278
  netlist_instances: 15
  syn_area_sq_um: 166
  async_flop_share: 0
  yosysChipArea_sq_um: 166
  netlist.area_leader.share: 0.481
  ys_cells: 15
  ys_sh_xor: 0.0526
  synthFlopType: "dfxtp_1"
  ys_seq_share: 0.481
  largest_area_cell: "dfxtp_1"
  yosysWarnings: 1
  compound_area_frac: 0.0902
  logic_family: "simple AND/OR/NAND/NOR gates"
  ys_sh_mux: 0
final_timing:
  hold_viol: 0
  rsz0062_at_grt: "true"
  worstMarginPinSlew_ps: 201
  setup_tns_ps: 0
  min_period_over_period: 0.978
  fin_skew_ps: 0.203
  fmax_mhz: 1020
  slew_viol_final: 0
  post-route-min-period_ps: 978
  setup_violations: 0
  slew_headroom: 0.865
power:
  total_power_mw: 0.464
  seqPwrFrac: 0.385
  p_clk_frac: 0.411
  vdd_ir_drop_max_v: 0.000396
  p_int_mw: 0.370
  p_switching_mw: 0.0944
  power_density_mw_per_mm2: 1220
  leakage_nw: 0.140
  switching_share: 0.203
  comb_power_share: 0.204
global_route:
  grt_pass1_vias: 155
  grt_usage: 0.0151
  grt-ovfl-total: 0
  grt_max_degree: 5
  grt_pass1_wl_um: 710
  antenna_found_initial: 0
worst_setup_path:
  cp_cell_sequence: "buf_6 -> ha_4 -> and3_4 -> nor3b_2"
  path_buffers: 1
  cp_data_required_time_ps: 1150
  arrival_ps: 1130
  endpoint_kind: "flop"
  max_stage_delay_ps: 310
  cp-start-kind: "flop"
  crit_family: "flip-flops"
  crit_path_max_fanout: 3
  cpMaxStageDelayCell: "dfxtp_2"
  worst-setup-path-type: "flop to flop"
floorplanning:
  design.core.area_sq_mm: 0.00342
  fp.dieH_um: 80
  rows: 21
  fp_util: 0.0487
  die_w_um: 80
  io_pins: 6
  die-area_sq_mm: 0.00640
cells_and_area:
  fillerInstances: 398
  largestRegisters: "count x4"
  syn_to_final_growth_pct: 129
  flop_area_sq_um: 82.6
  drive_gt1_frac: 0.581
  regMostFlops: "count"
  largest_reg_flops: 4
  final-comb-area_sq_um: 98.8
routing:
  dr_total_vias: 163
  post_drt_via_cell_ratio: 2.12
  drt-initial-drc-count: 0
  routed_wl_um: 486
  firstDrtPassIters: 1
  drtAntennaViolNets: 0
  antenna_cells: 0
  drc: 0
  wire_per_inst_um: 6.31
clock_network:
  clock_sinks: 4
  clk_latency_ps: 230
  htree_levels: 1
  cts_made_buffers: 3
  clk_path_buf_depth: 2
  cts_tree: "built"
  clkTransAtPathRegs_ps: 30
  root_buffer: "clkbuf_4"
worst_hold_path:
  hold_class: "flop to flop"
job:
  max_cap_violations: 0
  warning_count: 26
place:
  place.gp.congestion: 0.649
  io_buffer_count: 5
-- worst reg2reg max path, stage by stage, from the launching register on --
cell,delay (ps)
dfxtp_2,310
buf_6,120
ha_4,160
and3_4,150
nor3b_2,160
-- final timing paths --
| path | to | slack [ps] | cells past startpoint | startpoint |
|---|---|---|---|---|
| max reg2reg | count[1]$_SDFF_PP0_ | 20 | 4 | count[0]$_SDFF_PP0_ |
| min reg2reg | count[3]$_SDFF_PP0_ | 620 | 3 | count[3]$_SDFF_PP0_ |
| max | count[1]$_SDFF_PP0_ | 20 | 4 | count[0]$_SDFF_PP0_ |
| min | count[3]$_SDFF_PP0_ | 620 | 3 | count[3]$_SDFF_PP0_ |
-- per-layer routing --
metal | wire (um) | track usage | part of all wire
met5 | 0 | 0 | 0
met3 | 37 | 0.0114 | 0.076
met4 | 17 | 0.0106 | 0.035
met2 | 277 | 0.0265 | 0.57
met1 | 153 | 0.0106 | 0.31
-- what timing repair did --
item | in CTS | in global routing
pin swaps | 0 | 4
setup buffers | 2 | 1
hold buffers | 0 | 0
hold endpoints to repair | 0 | 0
resized | 10 | 5
endpoints found under the setup margin | 4 | 3
-- power by group through the flow --
stage / sequential [mW] / clock, mW / combinational, mW
5_1_grt: 0.180 / 0.214 / 0.103
6_report: 0.178 / 0.191 / 0.0947
4_1_cts: 0.177 / 0.201 / 0.0821
-- placed cells by master (no fill, tap or decap), drive strengths merged --
cell | Yosys | layout
a21oi | 2 | 2
and3 | 1 | 1
buf | 0 | 8
clkbuf | 0 | 3
clkdlybuf4s15 | 0 | 3
clkdlybuf4s50 | 0 | 1
dfxtp | 4 | 4
dlygate4sd2 | 0 | 1
ha | 1 | 1
inv | 1 | 1
nand4b | 1 | 1
nor2 | 1 | 1
nor3 | 1 | 1
nor3b | 1 | 1
o21ai | 1 | 1
xnor2 | 1 | 1
-- cell type report --
type | instances | share of cell area
clock buffer | 3 | 0.0590
timing repair buffer | 13 | 0.305
sequential | 4 | 0.216
tap | 46 | 0.151
multi-input combinational | 10 | 0.259
inverter | 1 | 0.00984
-- per-stage QoR --
step / util / std cells / worst slack [ps] / instance area [sq um] / hold WS (ps)
finish: 0.112 / 77 / 22.5 / 382 / 618
detailed placement: 0.0912 / 71 / -32.6 / 312 / 554
global route: 0.112 / 77 / -24.4 / 382 / 650
global placement: 0.0912 / 71 / -27.9 / 312 / 545
CTS: 0.106 / 76 / 10.1 / 362 / 600
floorplan: - / 15 / 76.6 / 166 / 269
-- logic make-up after synthesis --
logic type               after synthesis
AND-OR/OR-AND                          3
flip-flops                             4
adder cells (fa/ha/maj)                1
XOR/XNOR                               1
buffers and inverters                  1
AND/OR/NAND/NOR                        5
Power is estimated from default activity; no workload was simulated.
